==> design/flow/design.v <==
module divider(input wire clk_in, output wire clk_out);
parameter M = 6000;
localparam N = $clog2(M);
reg [N-1:0] divcounter = 0;
always @(posedge clk_in)
  divcounter <= (divcounter == M - 1) ? 0 : divcounter + 1;
assign clk_out = divcounter[N-1];
endmodule
module secnotas(input wire clk, output reg ch_out, output reg ch_out2);
parameter N0  = 366937;
parameter N1  = 326903;
parameter N2  = 291238;
parameter N3  = 274892;
parameter N4  = 244901;
parameter N5  = 218182;
parameter N6  = 194378;
parameter N7  = 183468;
parameter DUR  = 6000000;
wire ch0, ch1, ch2,ch3,ch4,ch5,ch6,ch7;
reg [5:0] sel=0;
reg [5:0] sel2=60; 
wire clk_dur;
divider #(N0)
  CH0(
    .clk_in(clk),
    .clk_out(ch0)
  );
divider #(N1)
  CH1 (
      .clk_in(clk),
      .clk_out(ch1)
    );
divider #(N2)
  CH2 (
      .clk_in(clk),
      .clk_out(ch2)
    );
divider #(N3)
  CH3 (
    .clk_in(clk),
    .clk_out(ch3)
  );
divider #(N4)
  CH4 (
      .clk_in(clk),
      .clk_out(ch4)
);
divider #(N5)
CH5 (
    .clk_in(clk),
    .clk_out(ch5)
);
divider #(N6)
CH6 (
    .clk_in(clk),
    .clk_out(ch6)
);
divider #(N7)
CH7 (
    .clk_in(clk),
    .clk_out(ch7)
);
always @*
  case (sel)
    0 : ch_out<=ch0;
    1:ch_out<=ch1;
    2:ch_out<=ch2;
    3:ch_out<=ch0;
    4:ch_out<=0;
    5:ch_out<=ch0;
    6:ch_out<=ch1;
    7:ch_out<=ch2;
    8:ch_out<=ch0;
    9:ch_out<=0;
    10:ch_out<=ch2;
    11:ch_out<=ch3;
    12:ch_out<=ch4;
    13:ch_out<=0;
    14:ch_out<=ch2;
    15:ch_out<=ch3;
    16:ch_out<=ch4;
    17:ch_out<=0;
    18:ch_out<=ch4;
    19:ch_out<=ch5;
    20:ch_out<=ch4;
    21:ch_out<=ch3;
    22:ch_out<=ch2;
    23:ch_out<=ch0;
    24:ch_out<=0;
    25:ch_out<=ch4;
    26:ch_out<=ch5;
    27:ch_out<=ch4;
    28:ch_out<=ch3;
    29:ch_out<=ch2;
    30:ch_out<=ch0;
    31:ch_out<=0;
    32:ch_out<=ch0;
    33:ch_out<=ch4;
    34:ch_out<=ch0;
    35:ch_out<=0;
    36:ch_out<=ch0;
    37:ch_out<=ch4;
    38:ch_out<=ch0;
    39:ch_out<=0;
  default: ch_out<=0;
endcase
always @*
case (sel2)
  0 : ch_out2<=ch0;
  1:ch_out2<=ch1;
  2:ch_out2<=ch2;
  3:ch_out2<=ch0;
  4:ch_out2<=0;
  5:ch_out2<=ch0;
  6:ch_out2<=ch1;
  7:ch_out2<=ch2;
  8:ch_out2<=ch0;
  9:ch_out2<=0;
  10:ch_out2<=ch2;
  11:ch_out2<=ch3;
  12:ch_out2<=ch4;
  13:ch_out2<=0;
  14:ch_out2<=ch2;
  15:ch_out2<=ch3;
  16:ch_out2<=ch4;
  17:ch_out2<=0;
  18:ch_out2<=ch4;
  19:ch_out2<=ch5;
  20:ch_out2<=ch4;
  21:ch_out2<=ch3;
  22:ch_out2<=ch2;
  23:ch_out2<=ch0;
  24:ch_out2<=0;
  25:ch_out2<=ch4;
  26:ch_out2<=ch5;
  27:ch_out2<=ch4;
  28:ch_out2<=ch3;
  29:ch_out2<=ch2;
  30:ch_out2<=ch0;
  31:ch_out2<=0;
  32:ch_out2<=ch0;
  33:ch_out2<=ch4;
  34:ch_out2<=ch0;
  35:ch_out2<=0;
  36:ch_out2<=ch0;
  37:ch_out2<=ch4;
  38:ch_out2<=ch0;
  39:ch_out2<=0;
default: ch_out2<=0;
endcase
always @(posedge clk_dur)
  begin
  sel<=sel+1;
  sel2<=sel2+1;
  end
divider #(DUR)
  TIMER0(
    .clk_in(clk),
    .clk_out(clk_dur)
    );
endmodule
==> design/flow/run.sh <==
#!/bin/bash
# OpenROAD 26Q1-2900-gdf79404cd8, Yosys 0.63+post, stock flow scripts
make -C /OpenROAD-flow-scripts/flow DESIGN_CONFIG=/design/flow/config.mk WORK_HOME=/design/flow/orfs finish
==> design/flow/config.mk <==
export PLATFORM = sky130hd
export DESIGN_NAME = secnotas
export DESIGN_NICKNAME = secnotas
export VERILOG_FILES = /design/flow/design.v
export SDC_FILE = /design/flow/constraint.sdc
export NUM_CORES = 4
export LEC_CHECK = 1
export CORE_UTILIZATION = 40
==> design/flow/constraint.sdc <==
current_design secnotas

set clk_period 2.9
set clk_io_pct 0.2

create_clock -name clk0 -period $clk_period [get_ports {clk}]

set non_clock_inputs [all_inputs -no_clocks]
set_input_delay [expr $clk_period * $clk_io_pct] -clock clk0 $non_clock_inputs
set_output_delay [expr $clk_period * $clk_io_pct] -clock clk0 [all_outputs]
==> impl_metrics.json <==
{
  "outcome": "finished, final reports clean",
  "drt_wl_total_mm": 11.3,
  "fin_crit_sh": 0.953,
  "rrSetupSlack_ns": 0.68,
  "dr.first_iter.drc_count": 226,
  "chipArea_mm2": 0.0171,
  "hold_viol": 0,
  "arrival_ns": 2.18,
  "rr_startpoint": "TIMER0.divcounter[7]",
  "setup_tns_ns": 0,
  "hold_class": "reg -> reg",
  "rsz0062_at_grt": "no",
  "grt_max_degree": 19,
  "edf_count": 0,
  "place_congestion": 0.809,
  "htree_num_levels": 4,
  "netlist_instances": 749,
  "untimed_endpoints": 12,
  "worstPathRequired_ns": 2.32,
  "tool_warnings": 37,
  "grt_use_total": 0.143,
  "min_from": "CH1.divcounter[18]",
  "place_inst": 954,
  "fp_util": 0.414,
  "dp_slack_ns": 0.525,
  "max-vdd-ir-drop_mv": 0.327,
  "layout.cells.non_filler": 986,
  "holdBufCountCts": 0,
  "ant_nets": 0,
  "clk_latency_ns": 0.41,
  "worst-r2r-cell-count": 5,
  "grt_pass1_vias": 4546,
  "worstMarginPinSlew_ns": 0.846,
  "hold_end": "CH1.divcounter[18]",
  "syn2layout_area_growth_pct": 11.9,
  "cts.path.max_buffers": 2,
  "fin_ws_ns": 0.138,
  "p_leak_nw": 2.68,
  "synth-main-ff-cell": "dfxtp_1",
  "io_pins": 3,
  "total_power_mw": 3.76,
  "via_per_inst": 5.09,
  "r2r_end": "TIMER0.divcounter[17]",
  "final_util": 0.463,
  "overflow": 0,
  "lay_top_cells": "146 x dfxtp_1, 102 x nor2_1, 71 x nand3_1",
  "finClkSkew_ns": 0.00507,
  "wire_per_inst_um": 11.5,
  "cp-end-kind": "output pin",
  "drv_slew": 0,
  "hpwl_mm": 7.77,
  "layout.cells.most_common": "dfxtp_1",
  "diodes": 0,
  "clk_pin_slew_worst_paths_ns": 0.06,
  "setup_viol": 0,
  "max_freq_ghz": 0.362,
  "min_path_cells": 1,
  "cts_inserted_buffers": 17,
  "drive_gt1_frac": 0.0571,
  "ys_warn_count": 10,
  "crit_path_start_kind": "flip-flop",
  "postSynthSeqShare": 0.442,
  "unclocked_pins": 12,
  "ys.flops": 147,
  "synth_area_mm2": 0.00665,
  "root_buffer": "clkbuf_16",
  "antenna_found_initial": 0,
  "drc": 0,
  "fillers": 1437,
  "num_vias": 5016,
  "grt_pass1_wl_mm": 19.9,
  "port_buffers": 2,
  "fp.dieW_um": 131,
  "slew_headroom": 0.431,
  "cts_tree": "built",
  "rows": 46,
  "fin_crit_ns": 2.76,
  "coreArea_mm2": 0.0161,
  "cap_viol_max_count": 0,
  "path_max_fanout": 5,
  "yosysCellCount": 749,
  "die_h_um": 131,
  "yosys_area_mm2": 0.00665,
  "worst-setup-path-type": "reg -> out",
  "synth_cell_type_count": 47,
  "firstDrtPassIters": 8,
  "synth.avg_cell_area_um2": 8.88,
  "p_per_area_mw_per_mm2": 505,
  "ys_async_sr_fraction": 0
}
==> state kept, by name (all words and copies together), names as in the netlist <==
| signal | flops |
|---|---|
| CH5.divcounter | 18 |
| CH3.divcounter | 19 |
| CH2.divcounter | 19 |
| TIMER0.divcounter | 23 |
| CH4.divcounter | 18 |
| sel | 6 |
| CH1.divcounter | 19 |
| sel2 | 6 |
| CH0.divcounter | 19 |
==> metrics by stage <==
stage | area, µm² | hold slack, ns
finish | 7440 | 0.464
global route | 7440 | 0.505
CTS | 7440 | 0.472
detailed placement | 6910 | 0.459
global placement | 6910 | 0.449
floorplan | 6650 | 0.437
==> cell type report <==
cell class                 count  area (µm²)  share of cell area
multi-input combinational    559        3540               0.476
sequential                   147        2940               0.396
clock buffer                  19         433              0.0582
tap                          216         270              0.0363
clock inverter                13         100              0.0135
inverter                      26        97.6              0.0131
timing repair buffer           6        50.0             0.00673
==> how the worst max path moves through the flow <==
| stage | to | slack, ns | depth (start not counted) | from |
|---|---|---|---|---|
| 4_1_cts | ch_out | 0.07 | 5 | CH1.divcounter[18] |
| 6_report | ch_out | 0.14 | 5 | CH1.divcounter[18] |
| 5_1_grt | ch_out | 0.005 | 5 | CH1.divcounter[18] |
==> cell families (layout without fill, tap and decap cells) <==
| family | Yosys count | after routing | share of synthesized area |
|---|---|---|---|
| AND-OR/OR-AND | 48 | 48 | 0.0435 |
| buffers and inverters | 43 | 64 | 0.0246 |
| multiplexers | 10 | 10 | 0.0154 |
| AND/OR/NAND/NOR | 365 | 365 | 0.283 |
| XOR/XNOR | 115 | 115 | 0.151 |
| adder cells (fa/ha/maj) | 21 | 21 | 0.0395 |
| flip-flops | 147 | 147 | 0.442 |
==> timing repair <==
item,4_1_cts,5_1_grt
gates resized,0,1
endpoints found under the hold margin,0,0
buffers inserted,0,0
endpoints found under the setup margin,0,1
==> synthesized netlist by cell type (all sizes together) (5+ instances only) <==
cell type,count,area share
a21oi,8,0.0060
and3,18,0.017
and4,17,0.022
clkbuf,15,0.0085
dfxtp,147,0.44
ha,21,0.040
inv,26,0.015
mux2i,8,0.012
nand2,62,0.035
nand2b,6,0.0056
nand3,71,0.053
nand4,27,0.025
nor2,102,0.058
nor2b,8,0.0075
nor3,14,0.012
nor4,9,0.0094
o21ai,22,0.017
or3,5,0.0047
xnor2,61,0.080
xor2,54,0.071
==> worst max-delay path: stages (launching register included) <==
cell and delay [ns]:
dfxtp_2 0.35, or4b_2 0.59, o22ai_1 0.19, a31oi_1 0.07, nand4_1 0.12, clkdlybuf4s50_1 0.45
==> metal layers <==
layer / share of wire / GRT usage / up-vias
li1: - / - / 2610
met1: 0.51 / 0.212 / 2325
met2: 0.44 / 0.229 / 67
met3: 0.029 / 0.0257 / 14
met4: 0.017 / 0.0210 / 0
met5: 0 / 0 / -
==> where the power goes <==
group	switching, mW	total (mW)	internal, mW
sequential	0	1.85	1.85
combinational	0	0.00000125	0
clock	0.806	1.90	1.10
Power is estimated from default activity; no workload was simulated.
